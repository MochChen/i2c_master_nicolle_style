==> /design/flow/design.v <==
module iic #(
    parameter CLK_MAIN = 50000000,    
    parameter SCL_DIV = 800000,      
    parameter MAX_IIC_SEND_BYTE = 2
)(
    input  wire clk, 
    input  wire rst_n,
    input  wire iic_start,
    input  wire iic_read_now,
    input  wire [15:0] iic_send_cnt,
    input  wire [15:0] iic_read_cnt,
    input  wire [MAX_IIC_SEND_BYTE * 8 - 1 : 0] iic_cmd_pack,   
    output reg iic_data_valid,
    output reg [7:0] iic_data,
    input wire iic_error_reset,
    output reg iic_error,
    output wire scl,
    output wire sda_oe,
    output wire sda_out,
    input  wire sda_in,
    input  wire [6:0] slave_address
);
    wire [7:0] cmd_array [MAX_IIC_SEND_BYTE-1 : 0];
    genvar i;
    generate
        for (i = 0; i < MAX_IIC_SEND_BYTE; i = i + 1) begin
            assign cmd_array[i] = iic_cmd_pack[i*8 +:8];
        end
    endgenerate
    localparam real SCL_DIV_REAL = SCL_DIV;          
    localparam real CLK_MAIN_REAL = CLK_MAIN;
    localparam real PHASE_INC_REAL = (SCL_DIV_REAL / CLK_MAIN_REAL) * (2.0 ** 32);
    localparam ACC_INC = $rtoi(PHASE_INC_REAL);      
    reg [31:0] acc; 
    wire [32:0] next_acc = acc + ACC_INC;            
    wire tick = next_acc[32];
    reg scl_en;      
    always @(posedge clk or negedge rst_n) begin
        if (!rst_n) begin
            acc <= 0;
        end else begin
            acc <= scl_en ? next_acc[31:0] : 0;
        end
    end
    reg scl_shadow;
    always @(posedge clk or negedge rst_n) begin
        if (!rst_n) 
            scl_shadow <= 1;
        else if (tick) 
            scl_shadow <=  ~scl_shadow;
    end
    assign scl = scl_shadow;
    wire one_quarter_scl = (acc[31] && !acc[30]);   
    reg pre_one_quarter_scl = 0; 
    always @(posedge clk) pre_one_quarter_scl <= one_quarter_scl; 
    wire one_quarter_scl_tick = (one_quarter_scl && !pre_one_quarter_scl); 
    reg one_quarter_scl_tick_delay = 0;
    always @(posedge clk) one_quarter_scl_tick_delay <= one_quarter_scl_tick;
    localparam  IDLE    = 4'h0,
                START   = 4'h1,
                SEND    = 4'h2,
                R_ACK   = 4'h3,
                READ    = 4'h4,
                W_ACK   = 4'h5,
                RESTART = 4'h6,
                STOP    = 4'h7,
                ERROR   = 4'h8;
    reg [3:0] state = IDLE;
    reg [3:0] next_state = R_ACK;
    reg [7:0] data_shift;
    reg [3:0] bit_cnt_send;
    reg [3:0] bit_cnt_read;
    reg [16:0] var_send_cnt;
    reg [15:0] var_read_cnt;
    reg [16:0] CONST_SEND_CNT;  
    reg restart_once;
    reg read_now;
    reg sda_shadow;
    assign sda_oe = (state == START)    ||
                    (state == SEND)     ||
                    (state == STOP)     ||
                    (state == RESTART)  ||
                    (state == W_ACK);
    assign sda_out = sda_shadow;
    always @(posedge clk or negedge rst_n) begin
        if (!rst_n) begin
            sda_shadow <= 1;
            scl_en <= 0;
            state <= IDLE;
            next_state <= R_ACK;
            bit_cnt_send <= 0;
            bit_cnt_read <= 0;
            var_send_cnt <= 0;
            var_read_cnt <= 0;
            CONST_SEND_CNT <= 0;
            restart_once <= 0;
            iic_data_valid <= 0;
            read_now <= 0;
            data_shift <= 0;
            iic_data <= 0;
            iic_error <= 0;
        end else case (state)
            IDLE:  
                begin
                    if (iic_start) begin
                        scl_en <= 1;                         
                        read_now <= iic_read_now;
                        var_send_cnt <= iic_send_cnt + 1;    
                        var_read_cnt <= iic_read_cnt;
                        CONST_SEND_CNT <= iic_send_cnt + 1;      
                        sda_shadow <= 1;
                        state <= START;
                    end
                end
            START:  
                begin
                    if (scl_shadow && one_quarter_scl_tick) begin
                        data_shift <= {slave_address, 1'b0};
                        sda_shadow <= 0;
                    end
                    if (!scl_shadow && one_quarter_scl_tick) begin
                        state <= SEND;
                    end
                end
            SEND:  
                begin
                    sda_shadow <= data_shift[7 - bit_cnt_send]; 
                    if (!scl_shadow && one_quarter_scl_tick) begin
                        if (bit_cnt_send == 7) begin
                            bit_cnt_send <= 0;
                            state <= R_ACK;
                        end else begin
                            bit_cnt_send <= bit_cnt_send + 1;
                        end
                    end
                end
            R_ACK:  
                begin
                    if (scl_shadow && one_quarter_scl_tick) begin
                        if (1) begin  
                            if (var_send_cnt == 0) begin     
                                if (read_now) begin          
                                    if (restart_once) begin
                                        next_state <= READ;
                                    end else begin
                                        sda_shadow <= 1;
                                        next_state <= RESTART;
                                    end
                                end else begin               
                                    sda_shadow <= 0;
                                    next_state <= STOP;
                                end
                            end else begin               
                                var_send_cnt <= var_send_cnt - 1;
                                data_shift <= cmd_array[CONST_SEND_CNT - var_send_cnt];
                                next_state <= SEND;
                            end
                        end else begin                   
                            iic_error <= 1;
                            sda_shadow <= 0;
                            next_state <= STOP;
                        end
                    end
                    if (!scl_shadow && one_quarter_scl_tick) state <= next_state;
                end
            READ:  
                begin
                    if (scl_shadow && one_quarter_scl_tick) iic_data[7-bit_cnt_read] <= $urandom % 2;  
                    if (!scl_shadow && one_quarter_scl_tick) begin
                        if (bit_cnt_read == 7) begin
                            state <= W_ACK;
                            bit_cnt_read <= 0;
                            sda_shadow <= (var_read_cnt == 0) ? 1 : 0;  
                        end else begin
                            bit_cnt_read <= bit_cnt_read + 1;
                        end
                    end
                end
            W_ACK:  
                begin
                    iic_data_valid <= (scl_shadow && one_quarter_scl_tick) ? 1 : 0;
                    if (!scl_shadow && one_quarter_scl_tick) begin
                        if (var_read_cnt == 0) begin
                            sda_shadow <= 0; 
                            state <= STOP;
                        end else begin
                            var_read_cnt <= var_read_cnt - 1;
                            state <= READ;
                        end
                    end
                end
            RESTART:  
                begin
                    if (scl_shadow && one_quarter_scl_tick) begin
                        data_shift <= {slave_address, 1'b1};
                        sda_shadow <= 0;
                    end
                    if (!scl_shadow && one_quarter_scl_tick) state <= SEND;
                    restart_once <= 1;
                end
            STOP:  
                begin
                    if (scl_shadow && one_quarter_scl_tick) begin
                        scl_en <= 0;         
                        sda_shadow <= 1;
                    end
                    if (scl_shadow && one_quarter_scl_tick_delay) begin
                        read_now <= 0;
                        restart_once <= 0;
                        state <= IDLE;
                    end
                end
            ERROR:
                begin
                    if (iic_error_reset) begin
                        iic_error <= 0;
                        state <= IDLE;
                    end
                end
            default: state <= IDLE;
        endcase
    end
endmodule
==> /design/flow/run.sh <==
#!/bin/bash
# OpenROAD 26Q1-2900-gdf79404cd8, Yosys 0.63+post, stock flow scripts
make -C /OpenROAD-flow-scripts/flow DESIGN_CONFIG=/design/flow/config.mk WORK_HOME=/design/flow/orfs finish
==> /design/flow/config.mk <==
export PLATFORM = sky130hd
export DESIGN_NAME = iic
export DESIGN_NICKNAME = iic
export VERILOG_FILES = /design/flow/design.v
export SDC_FILE = /design/flow/constraint.sdc
export NUM_CORES = 4
export LEC_CHECK = 1
export CORE_UTILIZATION = 40
==> /design/flow/constraint.sdc <==
current_design iic

set clk_period 9.2
set clk_io_pct 0.2

create_clock -name clk0 -period $clk_period [get_ports {clk}]

set non_clock_inputs [all_inputs -no_clocks]
set_input_delay [expr $clk_period * $clk_io_pct] -clock clk0 $non_clock_inputs
set_output_delay [expr $clk_period * $clk_io_pct] -clock clk0 [all_outputs]
==> deck_impl_summary.md <==
Flow Results at a Glance

Job
  – Tool Warnings: 30
  – Max Cap Viol: 0

Global routing
  – GR Util All Layers: 18.2%
  – Vias in the first global route: approximately 4700
  – Largest net degree at the start of global routing: 57
  – Grt ovf: 0
  – Initial antenna violation count: 0
  – Global-route wire length before repair: 21.9 mm

Placement
  – Post-DP HPWL: 9.04 mm
  – Dpl ws: 5.08 ns
  – Port bufs: 70
  – RePlAce Congestion: 0.902
  – Cell Area, Placed: 6740 um2

Final timing
  – Final Skew: 0.00770 ns
  – Final worst slack: approximately 4.7 ns
  – Setup-failing EPs final: 0
  – Fmax achieved: 222 MHz
  – Setup TNS: 0 ns
  – Worst rel slew slack: 42.0%
  – Final hold viol count: 0
  – Actual slew at the worst max-slew pin: 0.858 ns
  – Fin crit share: 49.0%
  – Pins Over Slew Limit: 0
  – Final min period: 4.51 ns
  – RSZ-0062 raised after global routing: false

Die
  – Site Rows: roughly 44
  – Fp util: 40.9%
  – Chip Area: 15300 um2
  – Die height: 124 um
  – Core ar.: 14500 um2
  – Die width: between 100 and 150 um
  – # IOs: 74

Clocking
  – H-Tree Depth: 3
  – Inserted Clock Buffers: 9
  – CTS sink cnt: 102
  – Hold buffers post-CTS: 0
  – Number of post-CTS setup repair buffers: 0
  – CTS clk-pin slew, worst paths: 0.07 ns
  – Post-CTS Resized: 0
  – Clock Tree Root: clkbuf_16
  – Clk buf depth: 2
  – CTS tree: yes
  – Clk latency late pin: 0.35 ns

Synth
  – Warnings from Yosys: 3
  – Seq cells post-synth: 102
  – Sequential-to-total area share from yosys stat: a little over two fifths
  – FFs w/ async S/R, synth: a little over nine tenths
  – Number of enable flip-flop cells: 0
  – Syn Inst Count: 685
  – Yosys cell count: 685
  – Post-Syn Area: 5940 um2
  – Syn Area/Cell: 8.67 um2
  – Distinct cells, synth: 74
  – Main flop type: dfrtp_1
  – Chip Area, Yosys: 5940 um2

Drt
  – Max layer used: met4
  – Post-DR wirelength/cell: 13.9 um
  – Drt pass-1 iters: 4
  – Total routed wirelength: 12.9 mm
  – Met2 WL: roughly 5.8 mm
  – M1 WL: 6.35 mm
  – Starting DRT DRC Count: approximately 260
  – Remaining routing DRC violations: 0
  – Routed Antenna Nets: 0
  – Metal3 WL: 625 um
  – N_diodes: 0
  – Via density: between 5 and 6
  – Detailed-route via count: 5068

Power
  – Final Power: just under 900 uW
  – Max VDD drop: 0.0000910 V
  – Leakage power: 0.00298 uW
  – P per Cell Area: 127 nW/um2

Layout
  – Layout area overhead: 18.6%
  – Most frequent logic cell in the layout: dfrtp_1
  – Most frequent cells in the layout: dfrtp_1, nor2_1, o21ai_0
  – Post-route design area: 7040 um2
  – Layout cell share with drive strength beyond 1: a little over 6%
  – Number of fill cells: around 1400

Run status
  – Status: finished clean

Worst setup path
  – Critical Path End Type: output port
  – Crit path DAT: 2.67 ns
  – Critical Path Fanout Max: 26
  – Critical path class: flip-flop to output port
  – Worst path required time: between 7 and 8 ns
  – Worst Setup Start Kind: flip-flop

Min path
  – Hold Path Class: flip-flop to flip-flop
cell type report:
| cell class | instances | area, um2 | share of cell area, % |
|---|---|---|---|
| Sequential cell | 102 | 2550 | 36.2 |
| Clock buffer | 11 | 243 | 3.45 |
| Clock inverter | 5 | 58.8 | 0.835 |
| Tap cell | 184 | 230 | 3.27 |
| Inverter | 21 | 78.8 | 1.12 |
| Timing Repair Buffer | 73 | 721 | 10.2 |
| Multi-Input combinational cell | 534 | 3160 | 44.9 |
cells by family (layout without fill, tap and decap cells):
| kind of cell | count (synthesis) | count (layout) | synth area share, % |
|---|---|---|---|
| and+or+nand+nor | 278 | 278 | 23.1 |
| AOI/OAI and AO/OA | 198 | 198 | 20.2 |
| DFF | 102 | 102 | 42.9 |
| buffers and inverters | 49 | 110 | 3.92 |
| xor gates and xnor gates | 34 | 34 | 5.01 |
| muxes | 12 | 12 | 2.49 |
| adders and majority gates | 11 | 11 | 2.32 |
| other | 1 | 1 | 0.0632 |
synthesized netlist by cell type (5+ instances only):
cell      number  area, um2
dfrtp_1       96       2400
nor2_1        89        334
o21ai_0       77        385
nand2_1       68        255
a21oi_1       53        265
nor3_1        21        105
clkbuf_1      20       75.1
inv_1         20       75.1
nand3_1       20        100
xnor2_1       20        175
xor2_1        14        123
and3_1        12       75.1
ha_1          11        138
nand4_1       10       62.6
or3_1         10       62.6
a31oi_1        9       56.3
and2_1         8       50.1
mux2i_1        8       80.1
nor4_1         7       43.8
nor3b_1        6       45.0
o21a_1         6       45.0
o22a_1         6       52.6
o22ai_1        5       31.3
o31a_1         5       43.8
critical path, cell delays in order, from the launching register on:
cell and delay (ns):
dfrtp_1 0.58, nor2b_1 0.40, and2_1 0.76, nor2_1 0.11, clkdlybuf4s50_1 0.47
metrics by stage:
step / hold slack, ns / util [%] / instances
floorplan: 0.426 / - / 685
global placement: 0.460 / 46.4 / 914
detailed placement: 0.464 / 46.4 / 914
CTS: 0.476 / 48.4 / 930
global route: 0.493 / 48.4 / 930
finish: 0.478 / 48.4 / 930
power breakdown:
| group | switching (uW) | total, uW | internal, uW |
|---|---|---|---|
| Sequential | 1.02 | 450 | 449 |
| Combinational | 25.6 | 56.9 | 31.4 |
| Clock | 170 | 388 | 218 |
flip-flops by register name (all words and copies together), names as in the netlist:
signal and count:
acc 30, bit_cnt_read 4, read_now 1, state 3, iic_data_valid 1, sda_shadow 1
restart_once 1, CONST_SEND_CNT 1, var_read_cnt 16, bit_cnt_send 4, one_quarter_scl_tick_delay 1, scl_shadow 1
iic_data 8, pre_one_quarter_scl 1, data_shift 8, next_state 3, scl_en 1, var_send_cnt 17
path summary, 6_finish.rpt:
path	from	endpoint	slack, ns	depth (start not counted)
max	state[0]	sda_oe	4.69	4
min	pre_one_quarter_scl	one_quarter_scl_tick_delay	0.48	1
max reg2reg	state[0]	var_send_cnt[12]	6.13	6
min reg2reg	pre_one_quarter_scl	one_quarter_scl_tick_delay	0.48	1
max in group asynchronous	rst_n	var_read_cnt[3]	6.59	2
min in group asynchronous	rst_n	iic_data[6]	1.47	1
metal layers:
| layer | track usage [%] | vias to the layer above |
|---|---|---|
| li1 | - | 2584 |
| met1 | 27.9 | 2368 |
| met2 | 28.2 | 108 |
| met3 | 3.46 | 8 |
| met4 | 2.41 | 0 |
| met5 | 0 | - |
No activity file was given, so power comes from the tool's default toggle rates.
